File: /design/flow/design.v
module DMFB_Train_Controller(clock,enable,reset,reachDest,time_out,act_N,reset_N,next,clr_t,voltageActuation);
		input clock;
		input enable;
		input reset;
		input reachDest;
		input time_out;
		output voltageActuation;
		output act_N;
		output reset_N;
		output next;		
		output clr_t;						
		reg act_N;
		reg reset_N;
		reg next;
		reg act_t;
		reg clr_t;
		reg voltageActuation;
		reg [2:0] stateCurrent;
		parameter start=3'b000, resetMove=3'b001, nextMove=3'b010, applyVoltage=3'b011, done=3'b100;
always @(posedge clock)
		begin
			if (enable==1) begin
				if (reset==1) begin				
					stateCurrent <= start;	 
				end								
			end
			else stateCurrent <= done; 
			case (stateCurrent)
			start: begin
					   if (enable==1) begin
							voltageActuation <= 0; 	 
							clr_t <= 1;				 
							act_N <= 1;
							reset_N <= 1;			 
							next <= 1;				 
							stateCurrent <= resetMove;	 
						 end							 
				   end
			resetMove: begin
					   	if (enable==1) begin
							voltageActuation <= 0; 	 
							clr_t <= 1;				 
							act_N <= 1;
							reset_N <= 1;			 
							next <= 0;				 
							if(reset==1) begin
									stateCurrent <= start;	 
							end
							else begin
								if (reachDest!=1) begin
									stateCurrent <= nextMove;
								end							
								else
									stateCurrent <= done;
							end
					   end
					   else stateCurrent <= done;
				end
			nextMove: begin
				   voltageActuation <= 0;
				   reset_N <= 0;
				   next <= 0;
						 if (enable==1) begin
							if(reset==1) begin
									stateCurrent <= start;	 
							end
							else begin
							if (reachDest!=1) begin
								voltageActuation <= 1;
								clr_t <= 0;
								stateCurrent <= applyVoltage;
							end
							else
								stateCurrent <= done;
							end
						  end
						  else 
							stateCurrent <= done;
				   end
			applyVoltage: begin
					  voltageActuation <= 1; 	 
 					  clr_t <= 0;  
					  if (enable==1) begin
							if(reset==1) begin
								stateCurrent <= start;	 
							end
							else begin
								if (time_out==1) begin
									next <= 1;
									clr_t <= 1;
									voltageActuation <= 0;
									stateCurrent <= nextMove;
								end							
								else begin
									stateCurrent <= applyVoltage;
								end
							end
						end
						else stateCurrent <= done;	
				   end
			done: begin
						voltageActuation <= 0; 	 
						clr_t <= 1;				 
						act_N <= 1;
						reset_N <= 0;			 
					if (enable==1) begin
						if(reset==1) begin
							stateCurrent <= start;	 
						end
						else stateCurrent <= done;
					end
					else stateCurrent <= done;
				  end
			default: stateCurrent <= done;
			endcase
		end
endmodule 
File: /design/flow/run.sh
#!/bin/bash
# OpenROAD 26Q1-2900-gdf79404cd8, Yosys 0.63+post, stock flow scripts
make -C /OpenROAD-flow-scripts/flow DESIGN_CONFIG=/design/flow/config.mk WORK_HOME=/design/flow/orfs finish
File: /design/flow/config.mk
export PLATFORM = sky130hd
export DESIGN_NAME = DMFB_Train_Controller
export DESIGN_NICKNAME = DMFB_Train_Controller
export VERILOG_FILES = /design/flow/design.v
export SDC_FILE = /design/flow/constraint.sdc
export NUM_CORES = 4
export LEC_CHECK = 1
export CORE_AREA = 10 10 70 70
export DIE_AREA = 0 0 80 80
File: /design/flow/constraint.sdc
current_design DMFB_Train_Controller

set clk_period 2.5
set clk_io_pct 0.2

create_clock -name clk0 -period $clk_period [get_ports {clock}]

set non_clock_inputs [all_inputs -no_clocks]
set_input_delay [expr $clk_period * $clk_io_pct] -clock clk0 $non_clock_inputs
set_output_delay [expr $clk_period * $clk_io_pct] -clock clk0 [all_outputs]
==> Implementation_results.wiki <==
== Metrics ==
{| class="wikitable"
! Metric !! Value
|-
| Worst hold slack || roughly 0.67 ns
|-
| Synth-to-Final Area Change || 31.8%
|-
| Setup violation total in the final timing report || 0
|-
| First-pass detailed-route iteration total || 4
|-
| Clock group share of total power || a little over a third
|-
| Clk Tree Root Cell || sky130_fd_sc_hd__clkbuf_4
|-
| Clock period minus worst slack || between 1.5 and 2 ns
|-
| AND/OR/NAND/NOR Cells, Area Fraction || about a fifth
|-
| Total wire length || 787 um
|-
| Number of cells produced by synthesis || roughly 45
|-
| Number of cells in the yosys synthesis report || 45
|-
| Crit path buffers/inverters || 1
|-
| Final Util || 16.1%
|-
| Setup Fix Bufs, Post-CTS || 0
|-
| Setup slack of the most critical reg-to-reg path || 1.16 ns
|-
| Maximum vdd drop || 0.311 mV
|-
| Peak Freq || 651 MHz
|-
| Register-to-Register Path Depth || 3
|-
| Post-CTS Hold Buffers || 0
|-
| CTS H-Tree Depth || 1
|-
| Crit-path leading delay family || buffers and inverters
|-
| Slowest cell on the critical path || sky130_fd_sc_hd__clkdlybuf4s50_1
|-
| Pint || ~210 uW
|-
| Worst hold path class || reg -> reg
|-
| Initial antenna violation count || 0
|-
| PD cells || a little over 500 nW/um^2
|-
| Required time at the worst-slack endpoint || around 2 ns
|-
| Maximum fanout along the worst path || 1
|-
| Tool Warnings || 25
|-
| Post-route fraction of the period consumed by the critical path || 61.4%
|-
| Number of max-slew violations in the final report || 0
|-
| Clock Sinks || 7
|-
| Endpoint type of the worst setup path || output pin
|-
| DIE WIDTH || 80 um
|-
| Number of nets with antenna violations after routing || 0
|-
| Placement Rows || 21
|-
| Instance count along the most critical hold path || 1
|-
| Detailed-route vias per instance || between 3 and 4
|-
| DRC errors left || 0
|-
| Switching part of the total power || 23.3%
|-
| Via count of the first global-routing pass || 303
|-
| Share of final-layout standard cells stronger than drive strength 1 || 9.43%
|-
| Clock insertion delay at the later pin of the skew report || between 0.2 and 0.3 ns
|-
| Unique cell type count in the Yosys netlist || 25
|-
| Synth logic family || AND-OR/OR-AND gates
|-
| Total chip power || ~280 uW
|-
| Area of the synthesized netlist per yosys stat || roughly 420 sq um
|-
| Synth warn || 1
|-
| Final total negative setup slack || 0 ns
|-
| Sequential share of power || approximately half
|-
| Number of buffers on the longest clock path || 2
|-
| Full die area || between 6000 and 7000 sq um
|-
| Outcome || finished clean
|-
| Clock tree from TritonCTS || done
|-
| Post-Place Cell Area || approximately 520 sq um
|-
| Effective utilization at floorplan || between 10% and 20%
|-
| Finished layout cell area || 549 sq um
|-
| Global route overflow || 0
|-
| TritonCTS Buffers || 3
|-
| Worst Path Arrival || about 1.0 ns
|-
| Worst Min Path Start || stateCurrent[2]$_DFF_P_
|-
| Launch instance of the worst register-to-register path || stateCurrent[1]$_DFF_P_
|-
| Share of synthesized cell area in full adder, half adder and majority cells || 0%
|-
| Wire length of the first global-routing pass || 1.37 mm
|-
| Share of the yosys chip area belonging to registers || a little over two fifths
|-
| Standard cell core area || 3420 sq um
|-
| Hold Path Sink || stateCurrent[1]$_DFF_P_
|-
| Buffers on Ports || 8
|-
| Multiplexer share of the synthesized area || roughly 2.4%
|-
| Leakage component of the power || roughly 0.18 nW
|-
| Worst Skew || between 0.005 and 0.006 ns
|-
| Number of vias after detailed routing || between 300 and 400
|-
| R2R Path End || clr_t$_DFFE_PP_
|-
| Final Hold Violating Endpoints || 0
|-
| Cell area after technology mapping || roughly 420 sq um
|-
| Yosys xor share || 6.01%
|-
| Height of the die || 80 um
|-
| Average wire per cell in the routed design || between 7 and 8 um
|-
| Detailed-placement wirelength estimate || 628 um
|-
| Initial drt markers || 18
|-
| Seq cells post-synth || 7
|-
| Yosys aoi share || roughly 20%
|-
| Switch Pwr || about 65 uW
|-
| Setup repair after global routing missed its margin || false
|-
| Layout fillers || between 300 and 400
|-
| Chain of cells forming the critical path || clkdlybuf4s50_1
|-
| GRT Util Overall || 2.59%
|-
| I/O Pins || 10
|-
| Placer congestion estimate || 0.859
|-
| Cell resize tally after clock tree synthesis || 0
|-
| Max-cap violations || 0
|-
| Pin count of the biggest net entering global routing || 13
|-
| Average size of a mapped cell || 9.26 sq um
|-
| Clock-pin slew reported for the worst setup and hold paths after clock tree synthesis || around 0.05 ns
|-
| Crit path launch type || flip-flop
|-
| Combinational share of power || 14.1%
|-
| Slowest stage delay, CP || about 0.47 ns
|-
| # diodes || 0
|-
| Category of the most critical setup path || reg -> out
|}
-- power groups by stage --
stage	logic (mW)	clock network (mW)	registers (mW)
4_1_cts	0.0396	0.107	0.138
6_report	0.0394	0.102	0.138
5_1_grt	0.0447	0.113	0.140
-- cell usage after synthesis --
master	instances	share of area (%)
sky130_fd_sc_hd__a22oi_1	1	1.8
sky130_fd_sc_hd__xor2_1	1	2.1
sky130_fd_sc_hd__o21bai_1	1	1.8
sky130_fd_sc_hd__o21ai_0	5	6.0
sky130_fd_sc_hd__nand2b_1	2	3.0
sky130_fd_sc_hd__a21oi_1	2	2.4
sky130_fd_sc_hd__nand3b_1	1	1.8
sky130_fd_sc_hd__inv_1	1	0.90
sky130_fd_sc_hd__xor2_2	1	3.9
sky130_fd_sc_hd__nor2_2	1	1.5
sky130_fd_sc_hd__nand2_1	3	2.7
sky130_fd_sc_hd__buf_2	1	1.2
sky130_fd_sc_hd__buf_4	2	3.6
sky130_fd_sc_hd__conb_1	1	0.90
sky130_fd_sc_hd__nor2_1	4	3.6
sky130_fd_sc_hd__edfxtp_1	4	29
sky130_fd_sc_hd__and3b_1	1	2.1
sky130_fd_sc_hd__and2_1	1	1.5
sky130_fd_sc_hd__o21ai_1	3	3.6
sky130_fd_sc_hd__buf_6	1	2.7
sky130_fd_sc_hd__o311a_1	1	2.4
sky130_fd_sc_hd__a21boi_1	1	1.8
sky130_fd_sc_hd__nor2b_1	2	3.0
sky130_fd_sc_hd__dfxtp_1	3	14
sky130_fd_sc_hd__mux2i_1	1	2.4
-- layout make-up --
class / instances / area [sq um] / share of cell area [%]
multi-input combinational: 33 / 201 / 36.7
clock buffer: 4 / 26.3 / 4.78
tap: 46 / 57.6 / 10.5
sequential: 7 / 180 / 32.8
inverter: 1 / 3.75 / 0.683
timing repair buffer: 8 / 80.1 / 14.6
-- metrics by stage --
stage,instances,worst slack [ns]
after global placement,95,0.790
after CTS,99,0.942
after detailed placement,95,0.773
final,99,0.965
after floorplan,45,1.35
after global routing,99,0.902
-- state kept, by name (all words and copies together) (netlist names) --
register          flops
clr_t                 1
reset_N               1
next                  1
voltageActuation      1
stateCurrent          3
-- how the worst max path moves through the flow --
| stage | start | end | slack (ns) | depth (start not counted) |
|---|---|---|---|---|
| final | voltageActuation$_DFFE_PP_ | voltageActuation | 0.96 | 1 |
| after CTS | voltageActuation$_DFFE_PP_ | voltageActuation | 0.94 | 1 |
| after global routing | clr_t$_DFFE_PP_ | clr_t | 0.90 | 1 |
-- cells by family after synthesis --
logic type / count (synthesis)
buffers and inverters: 5
XOR/XNOR: 2
AND/OR/NAND/NOR: 15
flip-flops: 7
other: 1
AND-OR/OR-AND: 14
multiplexers: 1
-- layer usage --
layer  global-route usage [%]  wire, um
met3                     1.36        71
met5                        0         0
met4                    0.352         0
met2                     2.49       246
met1                     4.48       469
-- cells in the final DEF (no fill, tap or decap) --
master                            count
sky130_fd_sc_hd__dfxtp_1              3
sky130_fd_sc_hd__mux2i_1              1
sky130_fd_sc_hd__and3b_1              1
sky130_fd_sc_hd__nand2b_1             2
sky130_fd_sc_hd__xor2_2               1
sky130_fd_sc_hd__a21oi_1              2
sky130_fd_sc_hd__nor2_2               1
sky130_fd_sc_hd__clkbuf_1             1
sky130_fd_sc_hd__clkdlybuf4s50_1      8
sky130_fd_sc_hd__o311a_1              1
sky130_fd_sc_hd__nor2_1               4
sky130_fd_sc_hd__conb_1               1
sky130_fd_sc_hd__nand3b_1             1
sky130_fd_sc_hd__o21ai_1              3
sky130_fd_sc_hd__clkbuf_4             3
sky130_fd_sc_hd__edfxtp_1             4
sky130_fd_sc_hd__xor2_1               1
sky130_fd_sc_hd__nand2_1              3
sky130_fd_sc_hd__a21boi_1             1
sky130_fd_sc_hd__o21bai_1             1
sky130_fd_sc_hd__inv_1                1
sky130_fd_sc_hd__and2_1               1
sky130_fd_sc_hd__nor2b_1              2
sky130_fd_sc_hd__o21ai_0              5
sky130_fd_sc_hd__a22oi_1              1
Power figures rest on the tool's default switching activity, not on a simulated workload.
