[run.sh]
#!/bin/bash
# OpenROAD 26Q1-2900-gdf79404cd8, Yosys 0.63+post, stock flow scripts
make -C /OpenROAD-flow-scripts/flow DESIGN_CONFIG=/design/flow/config.mk WORK_HOME=/design/flow/orfs finish
[config.mk]
export PLATFORM = sky130hd
export DESIGN_NAME = xTimer
export DESIGN_NICKNAME = xTimer
export VERILOG_FILES = /design/flow/design.v
export SDC_FILE = /design/flow/constraint.sdc
export NUM_CORES = 4
export LEC_CHECK = 1
export CORE_UTILIZATION = 40
[constraint.sdc]
current_design xTimer

set clk_period 4.4
set clk_io_pct 0.2

create_clock -name clk0 -period $clk_period [get_ports {clockIn}]

set non_clock_inputs [all_inputs -no_clocks]
set_input_delay [expr $clk_period * $clk_io_pct] -clock clk0 $non_clock_inputs
set_output_delay [expr $clk_period * $clk_io_pct] -clock clk0 [all_outputs]
[design.v]
module xTimer(reset_t,clockIn,clockControl,clockOut);
	input reset_t;
	input clockIn;
	input clockControl;
	output clockOut;
	parameter delay_t = 0;						  
	parameter clkPeriod1 = (1500000*2) - delay_t;  
	parameter clkPeriod2 = (200000000) - delay_t;  
	parameter clkPeriodHalf1 = clkPeriod1 / 2;
	parameter clkPeriodHalf2 = clkPeriod2 / 2;
	parameter N = 27;  
	reg [N:0] counter;
	reg clockOut;
	always @(negedge clockIn)
	begin
		if(reset_t) begin	
			counter <= 0;
			clockOut <= 0;
		end
		else begin
			if (clockControl==1)begin
			   if(counter == clkPeriod2-1) begin
					counter <= 0;
					clockOut <= 0;
				end
				else 
					counter <= counter + 1;
				if (counter == clkPeriodHalf2)
					clockOut <= 1;
			end
			else begin
				   if(counter == clkPeriod1-1) begin
						counter <= 0;
						clockOut <= 0;
					end
					else 
						counter <= counter + 1;
					if (counter == clkPeriodHalf1)
						clockOut <= 1;
			end
		end
	end
endmodule
==> results.ini <==
[placed_design]
placed_area_mm2=0.00153
routabilityCongestion=0.889
place.port_buffers=3
placed_instance_count=218
detailedPlacementHpwl_um=1970

[sta]
timing.slew.headroom_pct=35.9
slew_at_the_pin_closest_to_its_max_slew_limit_ns=0.953
final.setup_skew_ns=0.0195
setup_viol_count_final=0
hold_viol_final=0
final_max_slew_viol_count=0
grt_setup_unrepaired=no

[power]
p_comb_share_pct=3.0
p_seq_share_pct=45.0
power.density_mw_per_mm2=347
vdd_drop_max_uv=198
p_sw_share_pct=28.8
cellLeakagePower_nw=0.689
power.clock.fraction_pct=52.0
internal-power_mw=0.426
net_switching_component_of_the_power_mw=0.172

[drt]
antenna_cells_inserted=0
average_detailed_routed_wire_length_per_instance_um=11.7
detailed_route_vias_per_instance=5.00
drtPass1Iterations=4
routed_wl_um=2970
drtIter0Drc=80
detailroute.via_count=1269
post-route-drc-count=0
ant_nets=0

[final_layout]
post_route_cells_drive_above_1_share_pct=10.6
flow.area_growth_from_synthesis_pct=17.6
final_common_cell=nor2_1
layout_top_cells_excl_fill_tap=nor2_1 (38), inv_1 (36), dfxtp_1 (29), xor2_1 (15)
final_design_area_no_fill_mm2=0.00173
finalNonFillerCells=254
n_fill_cell=329

[clock_network]
cts_sinks=29
cts_max_level=2
clock_tree_root_driver_cell=clkbuf_4
clock_edge_transition_at_the_registers_on_the_reported_setup_and_hold_paths_ns=0.03
clock_tree_from_tritoncts=done
post_cts_resize_count=0
cts_post_setup_buffers_inserted=0
cts.hold.buffers_added=0
clock.latency.late_pin_ns=0.39
cts-root-to-sink-buffers=2
cts_buffers=5

[synthesis]
syn_area_per_cell_um2=8.48
post_synth_regs=29
synth.yosys.seq_area_share_pct=39.6
post_synth_fa_ha_maj_area_fraction_pct=1.71
ys.warnings.count=1
yosys.stat.chipArea_mm2=0.00147
synthMuxAreaShare_pct=0
post_synth_num_cell_types=33
synthCells=173
post_synth_and_or_nand_nor_area_fraction_pct=35.5
compound_area_share_pct=2.05
synth.logic.top_family=simple AND/OR/NAND/NOR gates
syn_area_mm2=0.00147
synth.cellmix.xorXnorShare_pct=15.5
ys_cells=173

[global_routing]
pin_count_of_the_biggest_net_entering_global_routing=13
grt_antenna_before_repair=0
track_usage_pct=16.6
first_global_vias=1170
global_route.overflow_total=0
grt_first_pass_wirelength_um=5090

[floorplan]
design.core.area_mm2=0.00342
fp-utilization_pct=43.0
placementRows=21
die.size.y_um=62.6
die_w_um=62.6
floorplan.die_area_mm2=0.00392
ioPinCount=4

[worst_setup_path]
critical_path.endpoint_type=flip-flop
required_ns=2.46
worst_setup_path_start_kind=input port
timing_worst_setup_path_type=in2reg
data_arrival_time_at_the_worst_slack_endpoint_ns=2.35
worst-path-max-fanout=11

[outcome]
outcome=finished, final reports clean

[worst_hold_path]
hold_path.class=reg2reg

[run]
tool_warnings=55
max_cap_viol_count=0

-- per-layer routing --
| layer | GRT usage [%] | vias up | routed length, um |
|---|---|---|---|
| li1 | - | 656 | - |
| met1 | 25.6 | 596 | 1550 |
| met2 | 21.3 | 10 | 1290 |
| met3 | 6.48 | 7 | 76 |
| met4 | 5.81 | 0 | 53 |
| met5 | 0 | - | 0 |
-- synthesized netlist by cell type (all sizes together) --
cell type	instances	area, um2
nand4	11	75.1
buf	7	50.1
xnor2	11	96.3
o22ai	1	6.26
or4b	2	20.0
or4	1	7.51
nand3	8	40.0
nor2	38	143
o2111ai	1	8.76
or2	3	18.8
xor2	15	131
inv	8	30.0
nor4bb	2	20.0
ha	2	25.0
nor3b	2	15.0
nor4b	1	8.76
nand2	11	41.3
nor4	6	56.3
nand3b	1	7.51
nor3	4	20.0
nand4bb	1	11.3
o21ai	1	5.00
and4	1	8.76
a41o	1	10.0
nand4b	1	8.76
and3	3	18.8
clkbuf	1	3.75
dfxtp	29	581
-- cell families after synthesis --
logic type	count (synthesis)
AND/OR/NAND/NOR	96
flip-flops	29
XOR/XNOR	26
buffers and inverters	16
AND-OR/OR-AND	4
adder cells (fa/ha/maj)	2
-- power by group through the flow --
stage	logic [mW]	clock network, mW	registers [mW]
final	0.0178	0.311	0.269
after global routing	0.0200	0.353	0.269
after CTS	0.0176	0.324	0.269
-- flip-flops by register name, indices dropped and copies added (netlist names) --
register	count
counter	28
clockOut	1
-- area by class of cell --
type                            count  area [um2]  area share, %
Timing Repair Buffer                7        60.1           3.48
Inverter                            7        26.3           1.52
Clock inverter                     32         149           8.63
Clock buffer                        5        37.5           2.18
Tap cell                           46        57.6           3.34
Sequential cell                    29         581           33.6
Multi-Input combinational cell    128         815           47.2
-- critical path, stage by stage --
cell and delay (ns):
clkdlybuf4s50_1 0.49, nor3b_2 0.20, nand4_1 0.11, o22ai_1 0.14, a41o_1 0.26, buf_4 0.20, nor2_1 0.06
-- path summary, 6_finish.rpt --
kind	from	endpoint	slack, ns	depth (start not counted)
max	clockControl	counter[26]	0.11	7
min	counter[0]	counter[0]	0.47	1
max reg2reg	counter[0]	counter[26]	2.26	6
min reg2reg	counter[0]	counter[0]	0.47	1
-- stage by stage --
stage	setup WS, ns	hold slack [ns]	TNS (ns)	utilization, %	power [mW]
floorplan	0.271	0.427	0	-	0.327
global placement	-0.289	0.458	-7.71	44.8	0.332
detailed placement	-0.312	0.471	-8.36	44.8	0.332
CTS	0.0777	0.482	0	50.2	0.611
global route	0.0133	0.518	0	50.5	0.642
finish	0.107	0.475	0	50.5	0.598
Power figures rest on the tool's default switching activity, not on a simulated workload.
